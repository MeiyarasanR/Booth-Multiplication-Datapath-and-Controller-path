### /design/flow/run.sh
#!/bin/bash
# OpenROAD 26Q1-2900-gdf79404cd8, Yosys 0.63+post, stock flow scripts
make -C /OpenROAD-flow-scripts/flow DESIGN_CONFIG=/design/flow/config.mk WORK_HOME=/design/flow/orfs finish
### /design/flow/config.mk
export PLATFORM = sky130hd
export DESIGN_NAME = Booth_Multiplier
export DESIGN_NICKNAME = Booth_Multiplier
export VERILOG_FILES = /design/flow/design.v
export SDC_FILE = /design/flow/constraint.sdc
export NUM_CORES = 4
export LEC_CHECK = 1
export CORE_UTILIZATION = 50
### /design/flow/constraint.sdc
current_design Booth_Multiplier

set clk_period 6.2
set clk_io_pct 0.2

create_clock -name clk0 -period $clk_period [get_ports {clk}]

set non_clock_inputs [all_inputs -no_clocks]
set_input_delay [expr $clk_period * $clk_io_pct] -clock clk0 $non_clock_inputs
set_output_delay [expr $clk_period * $clk_io_pct] -clock clk0 [all_outputs]
### /design/flow/design.v
`timescale 1ns / 1ps
module AddSub(
    output [15:0] out,
    input  [15:0] in1,
    input  [15:0] in2,
    input oper
);
    wire signed [16:0] a_ext, m_ext, result;
    assign a_ext = {in1[15], in1};
    assign m_ext = {in2[15], in2};
    assign result = oper ? (a_ext - m_ext) : (a_ext + m_ext);
    assign out = result[15:0];
endmodule
`timescale 1ns / 1ps
module Booth_Algo_Controller(
    ldA, ldQ, ldM, clrA, clrQ, clrDff,
    sftA, sftQ, addsub, decr, ldCount,
    isCountZero, Q0, Qm1, start, done, clk, rst
);
    input Qm1, Q0, start, isCountZero, clk, rst;
    output reg ldA, ldQ, ldM, clrA, clrQ, clrDff;
    output reg sftA, sftQ, addsub, decr, ldCount, done;
    reg [2:0] state, next_state;
    localparam IDLE   = 3'b000,
               LOAD   = 3'b001,
               CHECK  = 3'b010,
               ADD    = 3'b011,
               SUB    = 3'b100,
               SHIFT  = 3'b101,
               DONE   = 3'b110;
    always @(posedge clk or posedge rst) begin
        if (rst)
            state <= IDLE;
        else
            state <= next_state;
    end
    always @(*) begin
        case(state)
            IDLE:  next_state = start ? LOAD : IDLE;
            LOAD:  next_state = CHECK;
            CHECK: begin
                if (isCountZero)
                    next_state = DONE;
                else begin
                    case({Q0, Qm1})
                        2'b01:   next_state = ADD;
                        2'b10:   next_state = SUB;
                        default: next_state = SHIFT;
                    endcase
                end
            end
            ADD:   next_state = SHIFT;
            SUB:   next_state = SHIFT;
            SHIFT: next_state = CHECK;
            DONE:  next_state = start ? DONE : IDLE;
            default: next_state = IDLE;
        endcase
    end
    always @(*) begin
        ldA = 0; ldQ = 0; ldM = 0; 
        clrA = 0; clrQ = 0; clrDff = 0;
        sftA = 0; sftQ = 0; 
        addsub = 0; decr = 0; ldCount = 0; 
        done = 0;
        case(state)
            LOAD: begin 
                ldM = 1;
                ldQ = 1;
                clrA = 1;
                clrDff = 1;
                ldCount = 1;
            end
            ADD: begin 
                ldA = 1;
                addsub = 0;
            end
            SUB: begin 
                ldA = 1;
                addsub = 1;
            end
            SHIFT: begin 
                sftA = 1;
                sftQ = 1;
                decr = 1;
            end
            DONE: begin
                done = 1;
            end
        endcase
    end
endmodule
`timescale 1ns / 1ps
module Booth_Algo_Datapath(
    ldA, ldQ, ldM, clrA, clrQ, clrDff,
    sftA, sftQ, addsub, decr, ldCount,
    data_in_Q, data_in_M, clk,
    Q0, Qm1, isCountZero, A, Q
);
    input ldA, ldQ, ldM, clrA, clrQ, clrDff, sftA, sftQ, addsub, decr, ldCount;
    input [15:0] data_in_Q, data_in_M;
    input clk;
    wire [15:0] M, Z;
    output [15:0] A, Q;
    output Q0, Qm1, isCountZero;
    wire [4:0] count;
    assign isCountZero = (count == 5'd0);
    assign Q0 = Q[0];
    shiftreg AR(.data_in(Z), .data_out(A), .SR_in(A[15]), .clk(clk), .ld(ldA), .clr(clrA), .sft(sftA));
    shiftreg QR(.data_in(data_in_Q), .data_out(Q), .SR_in(A[0]), .clk(clk), .ld(ldQ), .clr(clrQ), .sft(sftQ));
    Dff QM1(.d(Q[0]), .q(Qm1), .clk(clk), .clr(clrDff));
    PIPOReg MR(.data_in(data_in_M), .data_out(M), .clk(clk), .ld(ldM));
    AddSub AS(.out(Z), .in1(A), .in2(M), .oper(addsub));
    Counter C(.count(count), .clk(clk), .ld(ldCount), .decr(decr));
endmodule
`timescale 1ns / 1ps
module Booth_Multiplier(
    input signed [15:0] in1, in2,
    input start, clk, rst,
    output reg signed [31:0] out,
    output done
);
    wire ldA, ldQ, ldM, clrA, clrQ, clrDff;
    wire sftA, sftQ, addsub, decr, ldCount;
    wire Q0, Qm1, isCountZero;
    wire signed [15:0] A, Q;
    wire signed [31:0] booth_result;
    wire in1_is_min = (in1 == 16'sh8000);   
    wire in2_is_min = (in2 == 16'sh8000);   
    wire signed [15:0] data_M, data_Q;
    assign data_M = in1_is_min ? in2 : in1;
    assign data_Q = in1_is_min ? in1 : in2;
    Booth_Algo_Datapath dp(
        .ldA(ldA), .ldQ(ldQ), .ldM(ldM), 
        .clrA(clrA), .clrQ(clrQ), .clrDff(clrDff),
        .sftA(sftA), .sftQ(sftQ), .addsub(addsub), 
        .decr(decr), .ldCount(ldCount),
        .data_in_Q(data_Q), .data_in_M(data_M), .clk(clk),
        .Q0(Q0), .Qm1(Qm1), .isCountZero(isCountZero),
        .A(A), .Q(Q)
    );
    Booth_Algo_Controller ctrl(
        .ldA(ldA), .ldQ(ldQ), .ldM(ldM), 
        .clrA(clrA), .clrQ(clrQ), .clrDff(clrDff),
        .sftA(sftA), .sftQ(sftQ), .addsub(addsub), 
        .decr(decr), .ldCount(ldCount),
        .isCountZero(isCountZero), .Q0(Q0), .Qm1(Qm1), 
        .start(start), .done(done), .clk(clk), .rst(rst)
    );
    assign booth_result = {A, Q};
    always @(*) begin
        out = booth_result;
    end
endmodule
`timescale 1ns / 1ps
module Counter(
    output reg [4:0] count,
    input clk,
    input ld,
    input decr
);
    initial count = 5'd0;
    always @(posedge clk) begin
        if (ld)
            count <= 5'd16;  
        else if (decr)
            count <= count - 1;
    end
endmodule
`timescale 1ns / 1ps
module Dff(
    input  d,
    output reg q,
    input  clk,
    input  clr
);
    initial q = 1'b0;
    always @(posedge clk) begin
        if (clr)
            q <= 1'b0;
        else
            q <= d;
    end
endmodule
`timescale 1ns / 1ps
module PIPOReg(
    input  [15:0] data_in,
    output reg [15:0] data_out,
    input  clk,
    input  ld
);
    initial data_out = 16'd0;
    always @(posedge clk) begin
        if (ld)
            data_out <= data_in;
    end
endmodule
`timescale 1ns / 1ps
module shiftreg(
    input  [15:0] data_in,
    output reg [15:0] data_out,
    input  SR_in,
    input  clk,
    input  ld,
    input  clr,
    input  sft
);
    initial data_out = 16'd0;
    always @(posedge clk) begin
        if (clr)
            data_out <= 16'd0;
        else if (ld)
            data_out <= data_in;
        else if (sft)
            data_out <= {SR_in, data_out[15:1]};
    end
endmodule
==> results.toml <==
# physical design summary
[yosys]
edf_count = 32
synth.comb.largest_family = "AND-OR/OR-AND gates"
synth-async-reset-ratio_pct = 11.5
yosys_area_um2 = 3580
number_of_storage_elements_in_the_synthesis_netlist = 61
ys_seq_share_pct = 44.1
syn_area_um2 = 3580
post_synth_and_or_nand_nor_area_fraction_pct = 14.6
fraction_of_the_mapped_netlist_area_in_compound_gates_pct = 19.1
syn-instance-count = 373
ff_type = "sky130_fd_sc_hd__edfxtp_1"
yosys-mux-area-fraction_pct = 3.39
synthesis.area_per_instance_um2 = 9.60
synthesis.yosys.warnings = 6
synth_cell_type_count = 48
ys_cells = 373
fa_ha_area_share_pct = 6.50
synth.cellmix.xorXnorShare_pct = 7.09

[route]
post_drt_via_cell_ratio = 5.35
route.detailed.drc = 0
drt.antenna.violating_nets = 0
vias = 2867
dr.pass1.iters = 4
drt_iter0_drc = 143
n_antenna_cell = 0
routed_wire_length_per_instance_um = 13.7
wire_length_after_detailed_routing_um = 7360

[timing]
maxClockFrequency_mhz = 301
rsz0062_at_grt = "false"
final_min_period_over_clock_period_pct = 53.6
hold_slack_ns = 0.464
setup-tns-final_ns = 0
max_slew.worst_pin.slew_ns = 0.739
slew_hr_pct = 50.7
timing.final.max_slew_violations = 0
timing.final.hold_violations = 0
fin_crit_ns = 3.32
clock_skew_ns = 0.0139
setup_violations = 0

[pwr]
pwr_density_cell_nw_per_um2 = 428
ir_worst_vdd_v = 0.000240
cellLeakagePower_nw = 1.77

[worst_setup_path]
largest_fanout_on_the_critical_path = 5
path_cells = "or4_4 -> nor3b_4 -> a21oi_1 -> xnor2_1 -> ha_1 -> a21o_1 -> a311o_1 -> nor2_1 -> o21a_1 -> nor3_1 -> or4_1 -> a21oi_1"
critPathSlowestCell = "sky130_fd_sc_hd__or4_4"
critical_path.most_common_cell = "sky130_fd_sc_hd__a21oi_1"
worst-endpoint-required_ns = 6.46
crit_type = "register to register"
timing.critical_path.from_type = "register"
cp_data_arrival_time_ns = 3.58
max_stage_delay_ns = 0.57
worst_setup_path_end_kind = "register"

[clocking]
clk-insertion-delay-late_ns = 0.33
holdBufCountCts = 0
cts-buffers-inserted = 9
cts.reportedPaths.clkPinSlew_ns = 0.08
postCtsSetupBuffers = 0
post_cts.resized_instances = 0
cts_tree = "built"
ctsLongestPathBuffers = 2
root_buf_cell = "sky130_fd_sc_hd__clkbuf_8"
tritoncts_num_sinks = 61
htree_num_levels = 3

[floorplan]
die_area_um2 = 7500
floorplan.die.width_um = 86.6
core_util_floorplan_pct = 52.1
floorplan.io_pins = 68
core_box_area_um2 = 6870
core.rowCount = 30
floorplan.die.height_um = 86.6

[status]
status = "completed"

[placement]
finalWeightedCongestion = 0.897
placement.io_buffers = 67
place_hpwl_um = 5460
post_dp_cell_area_um2 = 4320
placed_cells_incl_taps = 520

[layout]
area_delta_synth_final_pct = 26.3
nFillCells = 544
register_area_um2 = 1580
layout_top_cell_excl_fill_tap = "sky130_fd_sc_hd__clkdlybuf4s50_1"
non_filler_cells_final = 536
final-comb-area_um2 = 1820
postLayoutCellArea_um2 = 4520
final_layout_top_logic_cells = "sky130_fd_sc_hd__clkdlybuf4s50_1 (67), sky130_fd_sc_hd__nor2_1 (32), sky130_fd_sc_hd__edfxtp_1 (32)"
post_route_cells_drive_above_1_share_pct = 6.82

[global_route]
congestion_overflow_gr = 0
grt_pass1_wl_um = 12500
antenna_found_initial = 0
grt_start_max_net_pins = 73
grt_util_all_layers_pct = 22.3
number_of_global_route_vias_before_repair = 2712

[min_path]
hold_class = "register to register"

[run]
max-cap-violations = 0
warnings = 26
## cells in the mapped netlist, drive strengths merged (10+ instances only)
cell / instances / share of area, %
nor2: 33 / 3.5
o22ai: 16 / 2.8
a211oi: 18 / 3.8
clkbuf: 16 / 1.7
mux2i: 11 / 3.1
xnor2: 21 / 5.1
dfxtp: 22 / 12
edfxtp: 32 / 27
a21o: 17 / 3.6
ha: 17 / 5.9
nand2: 24 / 2.5
a21oi: 21 / 2.9
inv: 27 / 2.8
nor3: 10 / 1.5
o21ai: 10 / 1.4
## where the power goes
group / switching [mW] / internal [mW]
Clock: 0.175 / 0.192
Combinational: 0.411 / 0.494
Sequential: 0.0990 / 0.563
## per-layer routing
| metal | up-vias | wire, µm | track usage, % |
|---|---|---|---|
| li1 | 1478 | - | - |
| met1 | 1334 | 3510 | 34.3 |
| met2 | 51 | 3500 | 35.7 |
| met3 | 4 | 310 | 4.54 |
| met4 | 0 | 38 | 2.27 |
| met5 | - | 0 | 0 |
## stage by stage
stage | power [mW] | utilization (%) | worst slack (ns)
floorplan | 1.29 | - | 3.08
global placement | 1.57 | 62.9 | 2.86
detailed placement | 1.58 | 62.9 | 2.85
CTS | 1.96 | 65.8 | 2.86
global route | 2.10 | 65.8 | 2.57
finish | 1.93 | 65.8 | 2.88
## registers in the layout, indices dropped and copies added (netlist names)
register	cells
dp.QM1.q	1
dp.AR.data_out	16
dp.QR.data_out	16
dp.C.count	5
dp.MR.data_out	16
ctrl.state	7
## worst max-delay path: cells and delay by family, from the launching register on
kind	cells	cell delay, ns
and+or+nand+nor	5	1.43
AOI/OAI and AO/OA	5	0.87
DFF	1	0.45
adders and majority gates	1	0.31
xor gates and xnor gates	1	0.20
## cell type report
cell class                 count  share of cell area [%]
timing repair buffer          71                    15.5
multi-input combinational    265                    40.2
sequential                    61                    34.9
clock buffer                   9                    2.74
inverter                      27                    2.24
tap                           96                    2.66
clock inverter                 7                    1.74
## path summary, 6_finish.rpt
check	startpoint	to	slack [ns]	cells past startpoint
max	dp.MR.data_out[4]	dp.AR.data_out[15]	2.88	12
min	dp.QM1.q	ctrl.state[1]	0.46	1
max reg2reg	dp.MR.data_out[4]	dp.AR.data_out[15]	2.88	12
min reg2reg	dp.QM1.q	ctrl.state[1]	0.46	1
max in group asynchronous	rst	ctrl.state[0]	4.82	2
min in group asynchronous	rst	ctrl.state[3]	1.12	2
## kinds of logic after synthesis
| family | count (synthesis) |
|---|---|
| AOI/OAI and AO/OA | 103 |
| xor gates and xnor gates | 29 |
| muxes | 12 |
| DFF | 61 |
| adders and majority gates | 18 |
| buffers and inverters | 47 |
| and+or+nand+nor | 103 |
Power is estimated from default activity; no workload was simulated.
